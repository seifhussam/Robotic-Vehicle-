File: /design/flow/run.sh
#!/bin/bash
# OpenROAD 26Q1-2900-gdf79404cd8, Yosys 0.63+post, stock flow scripts
make -C /OpenROAD-flow-scripts/flow DESIGN_CONFIG=/design/flow/config.mk WORK_HOME=/design/flow/orfs finish
File: /design/flow/config.mk
export PLATFORM = sky130hd
export DESIGN_NAME = motorDrive
export DESIGN_NICKNAME = motorDrive
export VERILOG_FILES = /design/flow/design.v
export SDC_FILE = /design/flow/constraint.sdc
export NUM_CORES = 4
export LEC_CHECK = 1
export CORE_AREA = 10 10 70 70
export DIE_AREA = 0 0 80 80
File: /design/flow/constraint.sdc
current_design motorDrive

set clk_period 1.0
set clk_io_pct 0.2

create_clock -name clk0 -period $clk_period [get_ports {clk}]

set non_clock_inputs [all_inputs -no_clocks]
set_input_delay [expr $clk_period * $clk_io_pct] -clock clk0 $non_clock_inputs
set_output_delay [expr $clk_period * $clk_io_pct] -clock clk0 [all_outputs]
File: /design/flow/design.v
 module motorDrive ( output reg
    in1,
     in2,
      in3,
       in4,
        in5, 
        in6,
         in7,
          in8,
           left,
            right, 
             input fir,
						rir,
						    lir,
						     clk
         )  ;
         always@(posedge clk) 
         begin 
			if (fir)
			begin 
			if (~rir)
			begin 
				in1 =1'b1 ; 
				in2 = 1'b0 ; 
				in3 = 1'b1 ; 
				in4 = 1'b0 ; 
				in5 = 1'b1 ; 
				in6 = 1'b0 ; 
				in7 = 1'b1 ; 
				in8 = 1'b0 ;
				right = 1 ; 
				left = 0 ;
			end 
			else 
			if (~lir) 
			begin
						  in1 = 1'b0 ; 
						  in2 = 1'b1 ; 
						  in3 = 1'b0 ; 
						  in4 = 1'b1 ; 
						  in5 = 1'b0 ; 
						  in6 = 1'b1 ; 
						  in7 = 1'b0 ; 
						  in8 = 1'b1 ; 
						  left = 1 ; 
						  right = 0 ; 
			end 
			else 
			begin 
						  in1 = 1'b0 ; 
						  in2 = 1'b0 ; 
						  in3 = 1'b0 ; 
						  in4 = 1'b0 ; 
						  in5 = 1'b0 ; 
						  in6 = 1'b0 ; 
						  in7 = 1'b0 ; 
						  in8 = 1'b0 ;
			end 
			end 
			else 
			begin 
			in1 = 0 ; 
			in2 = 1 ; 
			in3 = 0 ;
			in4 = 1 ; 
			in5 = 1 ; 
			in6 =0 ; 
			in7 = 1 ;
			in8 = 0 ; 
			left = 1 ; 
			right = 1 ;
			end 
			end  
 endmodule 
==> flow_summary.toml <==
# yosys + openroad results
[floorplanning]
fp_util = 0.0568
coreArea_mm2 = 0.00342
ios = 14
chip_area_mm2 = 0.00640
die_h_um = 80
die_x_um = 80
num_rows = 21

[timing]
rsz0062_at_grt = "yes"
worstMarginPinSlew_ps = 145
hold_violations = 0
fmax_mhz = 1020
finClkSkew_ps = 0
finalCritPeriodShare = 0.981
slew_violations = 0
layout_min_cycle_time_ps = 981
slew_headroom = 0.903
finalSetupViolations = 0

[worst_setup_path]
crit_chain = "dlygate4sd2_1"
r2r_slack_ps = 410
reg2reg_from = "left"
worstSetupPathType = "reg -> out"
required_ps = 800
cp_slowest_cell = "dfxtp_2"
critPathTopFamily = "flip-flops"
endpoint_kind = "output port"
cp_num_buf_inv = 1
arrival_ps = 780
worstRegToRegCells = 2
start_kind = "flop"
reg2reg_to = "left"
max_stage_delay_ps = 310
cp_max_fo = 2

[global_route]
grt_overflow = 0
antenna_found_initial = 0
grt_use_total = 0.0183
grt_first_pass_wirelength_um = 828
grt_pass1_vias = 163
grt_start_max_net_pins = 5

[final_layout]
nFillCells = 394
final_common_cell = "clkdlybuf4s15_1"
utilization = 0.111
areaGrowthSynthToFinish_pct = 94.8
drive_gt1_frac = 0.333
layout_top_cells = "clkdlybuf4s15_1 (7), dfxtp_2 (6), clkbuf_4 (3), clkdlybuf4s50_1 (3), dlygate4sd2_1 (3)"

[clock_tree]
post_cts_buffers = 0
clk_latency_ps = 240
hold_buffers = 0
cts_tree = "done"
htree_levels = 1
root_buffer = "clkbuf_4"
clkSlewWorstSetupHoldPaths_ps = 50
numCtsBuffers = 3
clock_path_buffers = 2
cts.sinks = 6

[routing]
totalWireLength_um = 572
postRouteAntennaNets = 0
routedWlPerCell_um = 7.53
vias_per_cell = 1.92
first_iter_violations = 6
first_pass_iters = 2
via_count = 146
n_antenna_cell = 0
drc = 0

[pwr]
ir_drop_mv = 0.250
power_mw = 0.537
p_leak_nw = 0.146
power_density_mw_per_mm2 = 1420

[synthesis]
xor_share = 0
syn_area_um2 = 194
logic_family = "buffers and inverters"
aoi_share = 0.0903
ys_area_um2 = 194
synthCells = 18
ys_seq_share = 0.619
yosysWarnings = 1
synth_cell_types = 8
simple_gate_area_frac = 0.116
avgSynthCellArea_um2 = 10.8
synth_flop_count = 6
synth_stat.cells = 18
ys_sh_adder = 0
mux_area_frac = 0

[min_path]
hp-start = "right"
min_to = "right"
hold_depth = 1
hp-class = "reg -> reg"

[run_status]
status = "completed"

[placement]
port_buffers = 13
post-dp-hpwl_um = 488
globalplace.congestion = 0.614

[run]
cap_violations = 0
warning_count = 26
[worst max path at each step]
| stage | from | to | slack (ps) | cells after the start |
|---|---|---|---|---|
| final | in8 | in8 | 20 | 1 |
| after global routing | in8 | in8 | -20 | 1 |
| after CTS | in8 | in8 | 2 | 1 |
[sequential cells by signal, summed over array words and instances, names as in the netlist]
name	count
in1	1
in2	1
in7	1
in8	1
left	1
right	1
[logic make-up after synthesis]
family                 after synthesis
AND/OR/NAND/NOR                      4
buffers and inverters                5
flip-flops                           6
AND-OR/OR-AND                        3
[cells in the mapped netlist]
master | n | area [um2]
dfxtp_1 | 6 | 120
a21o_1 | 1 | 7.51
nand2_2 | 1 | 6.26
buf_4 | 4 | 30.0
nor2_1 | 1 | 3.75
inv_1 | 1 | 3.75
o21ai_1 | 2 | 10.0
nor2b_1 | 2 | 12.5
[stage by stage]
stage	setup WS (ps)	TNS [ps]	hold WS, ps	cell area (um2)	std cells
final	18.8	0	448	378	76
after global routing	-23.9	-46.5	462	378	76
after CTS	2.14	0	465	369	76
after detailed placement	-76.5	-161	451	352	73
after global placement	-53.9	-111	444	352	73
after floorplan	420	0	272	194	18
[layout make-up]
| type | instances | area [um2] | share of cell area |
|---|---|---|---|
| clock buffers | 3 | 22.5 | 0.0596 |
| inverters | 1 | 3.75 | 0.00993 |
| multi-input cells | 7 | 40.0 | 0.106 |
| flip-flops and latches | 6 | 128 | 0.338 |
| well taps | 46 | 57.6 | 0.152 |
| repair buffers | 13 | 126 | 0.334 |
[where the power goes]
part	internal (mW)	total, mW	switching (mW)
clock network	0.136	0.221	0.0857
logic	0.0390	0.0537	0.0147
registers	0.256	0.262	0.00602
total	0.431	0.537	0.106
[repair_timing]
action	in CTS	in global routing
gates resized	16	7
endpoints found under the setup margin	10	9
pin swaps	0	0
[layer usage]
metal / vias up / track usage / share of wire
li1: 76 / - / -
met1: 61 / 0.0120 / 0.31
met2: 9 / 0.0281 / 0.44
met3: 0 / 0.0261 / 0.25
met4: 0 / 0.00528 / 0
met5: - / 0 / 0
Power and IR drop assume default switching activity.
